### design/flow/config.mk
export PLATFORM = sky130hd
export DESIGN_NAME = uart_rx
export DESIGN_NICKNAME = uart_rx
export VERILOG_FILES = /design/flow/design.v
export SDC_FILE = /design/flow/constraint.sdc
export NUM_CORES = 4
export LEC_CHECK = 1
export CORE_UTILIZATION = 30
### design/flow/constraint.sdc
current_design uart_rx

set clk_period 5.1
set clk_io_pct 0.2

create_clock -name clk0 -period $clk_period [get_ports {clk}]

set non_clock_inputs [all_inputs -no_clocks]
set_input_delay [expr $clk_period * $clk_io_pct] -clock clk0 $non_clock_inputs
set_output_delay [expr $clk_period * $clk_io_pct] -clock clk0 [all_outputs]
### design/flow/design.v
`default_nettype none
module uart_rx(
	input clk,
	input nrst,
	input wire rx,
	output reg rts,
	output reg [7:0] data,
	output wire data_valid,
	input wire data_ack_n,
	output reg talk,
	input wire talk_ack
);
localparam period = 31;
typedef enum logic[2:0] {INIT, IDLE, START, DATA,STOP, WAIT, WAIT2} state_t;
state_t state, state_next;
reg rts_next;
reg data_valid_r, data_valid_next;
assign data_valid = data_valid_r;
reg [4:0] clkCount, clkCount_next;
reg [4:0] bitCount;
reg [4:0] bitCount_next;
reg [7:0] data_next;
reg talk_next;
always_ff @(posedge clk or negedge nrst) begin
	if(~nrst) begin
		state <= INIT;
		rts <= 1'b0;
		clkCount <= period;
		bitCount <= 5'd8;
		data <= 'x;
		data_valid_r <= 1'b0;
		talk <= 1'b0;
	end else begin
		state <= state_next;
		rts <= rts_next;
		clkCount <= clkCount_next;
		bitCount <= bitCount_next;
		data <= data_next;
		data_valid_r <= data_valid_next;
		talk <= talk_next;
	end
end
always_comb begin
	rts_next = 1'b1;  
	state_next = state;
	clkCount_next = clkCount - 1;
	bitCount_next = bitCount;
	data_next = data;
	data_valid_next = 1'b0;
	talk_next = talk;
	if(talk_ack)
		talk_next = 0;
	case(state)
	INIT: begin  
		if(~rx) begin
			clkCount_next = period;
			bitCount_next = 8;
		end else begin
			if(clkCount == 0) begin
				bitCount_next = bitCount -1;
				if(bitCount == 0) begin
					state_next = IDLE;
				end
			end
		end
	end
	IDLE: begin
		rts_next = 1'b0;  
		if(~rx) begin
			clkCount_next = period/2;
			state_next = START;
		end
	end
	START: begin
		rts_next = 1'b0;  
		if(clkCount == 0) begin
			bitCount_next = 8;
			clkCount_next = period;
			if(rx) begin
				state_next = IDLE;  
			end else begin
				state_next = DATA;
			end
		end
	end
	DATA: begin
		if(clkCount == 0) begin
			bitCount_next = bitCount - 1;
			if(bitCount == 0) begin
				state_next = STOP;
			end else begin
				data_next = {rx,data[7:1]};
				clkCount_next = period;
			end
		end
	end
	STOP: begin
		if(clkCount == 0) begin
			if(~rx) begin  
				state_next = INIT;
			end else if (data == 8'hFE) begin
				talk_next = 1'b1;
				state_next = WAIT2;
			end else begin
				state_next = WAIT;
				data_valid_next = 1'b1;
			end
		end
	end
	WAIT: begin
		data_valid_next = 1'b1;
		if(~data_ack_n) begin
			state_next = WAIT2;
		end
	end
	WAIT2: begin
		if(data_ack_n) begin
			state_next = IDLE;
		end
	end
	endcase
end
endmodule
### design/flow/run.sh
#!/bin/bash
# OpenROAD 26Q1-2900-gdf79404cd8, Yosys 0.63+post, stock flow scripts
make -C /OpenROAD-flow-scripts/flow DESIGN_CONFIG=/design/flow/config.mk WORK_HOME=/design/flow/orfs finish
==> reports/results.ini <==
[synth]
ys_ff = 28
simple_gate_share = 0.166
syn_area_um2 = 1290
synth-compound-area-share = 0.141
ff_type = dfrtp_1
top_logic_kind = simple AND/OR/NAND/NOR gates
top_cells_by_count = dfrtp_1 (21), inv_1 (9), mux2_2 (8)
adder_share = 0.0194
synth_warnings = 1
synth.distinct_cells = 39
synthCells = 111
xor_share = 0.0204
largest_area_cell = dfrtp_1
edf_count = 0
ys_cells = 111
top_cell = dfrtp_1
netlist_top_cells_area = dfrtp_1 (41%), dfstp_2 (14%), mux2_2 (7.0%), inv_1 (2.6%), a22oi_1 (2.3%)
synth.avg_cell_area_um2 = 11.6
synth_seq_share = 0.550
ys_sh_mux = 0.0699
top_cell_area_share = 0.408
async_flop_share = 1.00
yosys_area_um2 = 1290

[clock_tree]
cts_tree = done
ctsResizeCount = 0
clock-sinks = 28
cts_buffers = 3
cts_hold_buf = 0
clk_pin_slew_ns = 0.09
htree_levels = 1
cts_setup_buffers = 0
root_buffer = clkbuf_8
cts_max_path_buffers = 2
insertion_delay_ns = 0.27

[detailed_routing]
top_layer = met4
antenna_cells = 0
met2WireLength_um = 1100
drtAntennaViolNets = 0
drc_errors = 0
wl_met1_um = 1180
met3_length_um = 102
num_vias = 939
wl_per_cell_um = 13.5
drtIter0Drc = 32
viasPerCell = 5.25
dr.pass1.iters = 4
finalWirelength_um = 2420

[sta]
fin_setup_tns_ns = 0
skew_ns = 0.00260
post-route-min-period_ns = 2.17
tightest_slew_ns = 0.877
finalClockPeriodUsage = 0.426
final_hold_viol_count = 0
slew_headroom = 0.411
rsz0062_at_grt = false
fmax_mhz = 460
finalSetupViolCount = 0
drv_slew = 0

[job]
openroad.warnings = 25
cap_violations = 0

[pwr]
clkPwrFrac = 0.357
p_int_uw = 302
p_total_uw = 379
power_frac_seq = 0.601
p_comb_frac = 0.042
p_sw_uw = 77.2
power_switching_share = 0.203
worst_ir_drop_vdd_mv = 0.107
leakage_nw = 0.654
power_density_nw_per_um2 = 244

[setup_path]
path_buffers = 1
arrival_ns = 1.15
path_class = reg -> out
critPathLaunchType = flop
crit_family = buffers and inverters
worst_path_max_delay_cell = clkdlybuf4s50_1
cpPeakStageDelay_ns = 0.48
crit_chain = clkdlybuf4s50_1
r2r-start = clkCount[0]
reg2reg_to = data[6]
critPathRequiredTime_ns = 4.08
r2r_cells = 5
r2r_setup_slack_ns = 3.02
end_kind = output pin
worst-path-max-fanout = 4

[grt]
grtUsageTotal = 0.124
grt_pass1_wl_um = 4200
grt_max_degree = 29
first_global_vias = 898
antenna_found_initial = 0
grt_overflow = 0

[floorplan]
core_um2 = 4060
die_area_um2 = 4560
io-pin-count = 16
die_w_um = 67.5
rows = 23
fp_util = 0.318
die_h_um = 67.5

[cells_and_area]
seq_area_um2 = 709
comb_area_um2 = 537
fill_cells = 379
syn2layout_area_growth_pct = 20.7
drive_above_1_share = 0.209

[hold_path]
hp-class = reg -> reg
hp-start = clkCount[0]
hold_path_end = clkCount[0]
whs_path_depth = 1

[status]
status = finished clean

[placement]
dpl.hpwl_um = 1670
place.gp.congestion = 0.829
io_buffers = 15

-- state kept, by name (all words and copies together) (netlist names) --
signal        count
data_valid_r      1
bitCount          5
rts               1
state             7
clkCount          5
talk              1
data              8
-- through the flow --
step                setup slack, ns  hold WS, ns  utilization  std cells  cell area, um^2
floorplan                      3.24        0.426            -        111             1290
CTS                            2.91        0.470        0.383        179             1560
global placement               2.75        0.438        0.370        175             1500
detailed placement             2.69        0.447        0.370        175             1500
finish                         2.93        0.470        0.383        179             1560
global route                   2.85        0.493        0.383        179             1560
-- layout make-up --
class / count / area share
repair buffers: 16 / 0.101
well taps: 50 / 0.0402
flip-flops and latches: 28 / 0.456
clock buffers: 4 / 0.0354
inverters: 9 / 0.0217
multi-input cells: 72 / 0.345
-- power by group through the flow --
stage	sequential, mW	clock, mW	combinational [mW]
CTS	0.228	0.140	0.0162
global route	0.229	0.150	0.0178
finish	0.228	0.135	0.0158
-- kinds of logic after synthesis --
logic type / Yosys count
compound gates: 25
xor+xnor: 3
fa+ha+maj: 2
buf+inv: 11
flops: 28
mux: 8
simple gates: 34
-- how the worst max path moves through the flow --
| stage | startpoint | endpoint | slack (ns) | cells after the start |
|---|---|---|---|---|
| 4_1_cts | data[4] | data[4] | 2.91 | 1 |
| 5_1_grt | data[4] | data[4] | 2.85 | 1 |
| 6_report | data[4] | data[4] | 2.93 | 1 |
-- placed cells by master, fill, tap and decap left out, drive strengths merged, types with 2 or more instances in the layout --
| master | instances |
|---|---|
| or4 | 3 |
| xnor2 | 3 |
| or4b | 2 |
| o31ai | 3 |
| nor2 | 5 |
| inv | 9 |
| a22o | 3 |
| dfrtp | 21 |
| clkbuf | 4 |
| or3 | 4 |
| mux2 | 8 |
| o21ai | 3 |
| o21bai | 2 |
| ha | 2 |
| nor3 | 2 |
| o22ai | 3 |
| nand3 | 2 |
| a22oi | 4 |
| clkdlybuf4s50 | 15 |
| dfstp | 7 |
| nand2 | 7 |
-- routing by layer --
layer / track usage / up-vias
met5: 0 / -
met4: 0.0213 / 0
met3: 0.0188 / 4
met2: 0.188 / 29
met1: 0.197 / 463
li1: - / 443
Power and IR drop assume default switching activity.
