`design/flow/config.mk`:
```
export PLATFORM = sky130hd
export DESIGN_NAME = ledLatch
export DESIGN_NICKNAME = ledLatch
export VERILOG_FILES = /design/flow/design.v
export SDC_FILE = /design/flow/constraint.sdc
export NUM_CORES = 4
export LEC_CHECK = 1
export CORE_AREA = 10 10 76 76
export DIE_AREA = 0 0 86 86
```
`design/flow/constraint.sdc`:
```
current_design ledLatch

set clk_period 3.1
set clk_io_pct 0.2

create_clock -name clk0 -period $clk_period [get_ports {clk}]

set non_clock_inputs [all_inputs -no_clocks]
set_input_delay [expr $clk_period * $clk_io_pct] -clock clk0 $non_clock_inputs
set_output_delay [expr $clk_period * $clk_io_pct] -clock clk0 [all_outputs]
```
`design/flow/design.v`:
```
module ledLatch(
	input wire clk,
	input wire clk10,
	input wire nrst,
	input wire d,  
	output reg q  
);
localparam TIMER_BITS = 8;
reg q_next;
reg [TIMER_BITS-1:0] timer;
reg [TIMER_BITS-1:0] timer_next;
always_ff @(posedge clk or negedge nrst) begin
	if(~nrst) begin
		timer <= '0;
		q <= '1;
	end else begin
		timer <= timer_next;
		q <= q_next;
	end
end
always_comb begin
	if(d) begin
		timer_next = '1;
	end else if(timer == 0) begin
		timer_next = '0;
	end else begin
		if(clk10) begin
			timer_next = timer - {{(TIMER_BITS-1){1'b0}},1'b1};
		end else begin
			timer_next = timer;
		end
	end
	q_next = (timer != 0);
end
endmodule
```
`design/flow/run.sh`:
```
#!/bin/bash
# OpenROAD 26Q1-2900-gdf79404cd8, Yosys 0.63+post, stock flow scripts
make -C /OpenROAD-flow-scripts/flow DESIGN_CONFIG=/design/flow/config.mk WORK_HOME=/design/flow/orfs finish
```
==> Changelog: implementation <==
### Metrics

* Row cnt at 23
* Crit path largest cell delay at 0.59 ns
* Io pins at 5
* DRC at 0
* CP Max Fanout at 7
* Port buffer count at 4
* Total setup buffers inserted after CTS at 0
* Clock skew at 0.00317 ns
* Largest net degree at the start of global routing at 10
* Combinational Area at 262 um2
* Post-route design area at 647 um2
* TritonCTS clock tree: done
* CP Class: in2reg
* Area growth syn-to-layout at 28.6%
* Layout Cells excl Fill at 101
* DRT antenna net count at 0
* Inst Count DP at 97
* Worst EP arrival at 2.02 ns
* Cell area after synthesis at 503 um2
* Cells on worst reg2reg path at 5
* Wire per inst at 9.93 um
* Synthesis-stage register bit count at 9
* RSZ-0062 raised after global routing: no
* Initial antenna violation count at 0
* Vias at 345
* CTS Sinks at 9
* YS warnings at 1
* Area reported by Yosys stat at 503 um2
* Antenna cell count at 0
* Worst path slowest cell: clkdlybuf4s50_1
* Outcome: finished clean
* Final TNS setup at 0 ns
* Fill count at 447
* Hold Fails Final Rpt at 0
* Overall Power at 0.276 mW
* Yosys cell count at 44
* First-pass GRT wire length at 1690 um
* Via density at 3.42
* CP cell instances: clkdlybuf4s50_1 > nor4b_4 > a21boi_1 > a311o_1
* First drt pass iteration count at 4
* Die width at 86 um
* Root Buffer: clkbuf_8
* Endpoint class of the critical path: flip-flop
* Achievable Freq at 523 MHz
* Post-DP HPWL at 791 um
* DR iter-0 viols at 30
* RePlAce Congestion at 0.837
* Buf/Inv on CP at 1
* Post-Syn Area per Cell at 11.4 um2
* DP Area at 602 um2
* Core ar. at 4120 um2
* Worst min-delay path class: reg2reg
* CP required at 3.21 ns
* Max-slew violations at 0
* Crit path max-delay family: buffers and inverters
* Late-Pin Clk Latency at 0.23 ns
* Hold path depth at 2
* Final setup vio count at 0
* Die Ht at 86 um
* Number of cells on the critical path at 4
* H-tree depth at 1
* Clock buffer depth at 2
* Max cap viols at 0
* Clk slew on worst S/H paths at 0.04 ns
* OpenROAD warning count at 26
* Post-CTS Resized at 0
* Setup crit start kind: input pin
* Die area at 7400 um2
* Synth Seq Share at 0.450
* Share of cells above drive strength 1 at 0.118
* Routed wire length at 1000 um
* Pleak at 0.258 nW
* Slew at the pin closest to its max-slew limit at 0.434 ns
* Synth unique cells at 21
* Pre-CTS setup slack at 0.956 ns
* Commonest Layout Cell: dfrtp_1
* Core Util at FP at 0.122
* Final Worst Setup Slack at 1.19 ns
* Rel. slew slack at 0.706
* Vias in the first global route at 361
* Most numerous logic cells after layout: dfrtp_1, a21o_1, clkdlybuf4s50_1
* Peak supply drop at 87.2 uV
* PD cells at 427 nW/um2
* Total gr overflow at 0
* TritonCTS Buffers at 3
* Hold_buf cts at 0
* Post-Synthesis Cells at 44
* Tmin final at 1.91 ns
* Tcrit/Tclk final at 0.616
* Tot GR Track Use at 0.0275
* Reg area at 226 um2
## per-layer routing
layer / GRT usage / up-vias / part of all wire
li1: - / 171 / -
met1: 0.0373 / 170 / 0.49
met2: 0.0406 / 4 / 0.47
met3: 0.0114 / 0 / 0.043
met4: 0.00449 / 0 / 0
met5: 0 / - / 0
## metrics by stage
stage                     utilization  hold slack (ns)
after floorplan                     -            0.324
after global placement          0.146            0.649
after global routing            0.157            0.720
final                           0.157            0.664
after detailed placement        0.146            0.669
after CTS                       0.157            0.675
## registers in the layout, summed over array words and instances, names as in the netlist
name / cells
q: 1
timer: 8
## where the power goes
part | leakage [nW] | total (mW) | internal [mW] | switching [mW]
registers | 0.0827 | 0.124 | 0.121 | 0.00385
logic | 0.153 | 0.0189 | 0.00941 | 0.00949
clock network | 0.0228 | 0.133 | 0.0893 | 0.0434
## synth_stat cells
master | instances | area share
buf_1 | 1 | 0.0075
ha_1 | 2 | 0.050
a21boi_0 | 2 | 0.030
nor2_1 | 3 | 0.022
nor3_1 | 1 | 0.0099
nor4b_4 | 1 | 0.047
a21boi_1 | 1 | 0.015
dfstp_2 | 1 | 0.052
nor3b_1 | 1 | 0.015
a21o_1 | 6 | 0.090
a311o_1 | 2 | 0.040
dfrtp_1 | 8 | 0.40
xor2_1 | 3 | 0.052
nand2_1 | 2 | 0.015
inv_1 | 3 | 0.022
and3b_1 | 1 | 0.017
xnor2_1 | 1 | 0.017
a21oi_1 | 2 | 0.020
o22a_1 | 1 | 0.017
nor4bb_1 | 1 | 0.020
nor4_4 | 1 | 0.042
## worst paths after layout
| path | startpoint | end | slack [ns] |
|---|---|---|---|
| hold reg to reg | timer[7] | timer[7] | 0.66 |
| setup / recovery | clk10 | timer[7] | 1.19 |
| hold / removal | timer[7] | timer[7] | 0.66 |
| min in group asynchronous | nrst | timer[7] | 0.69 |
| max in group asynchronous | nrst | q | 2.09 |
| setup reg to reg | timer[0] | timer[5] | 1.51 |
## area by class of cell
class / instances / share of cell area
Multi-Input combinational cell: 31 / 0.404
Tap cell: 50 / 0.0967
Clock buffer: 4 / 0.0696
Timing Repair Buffer: 4 / 0.0619
Inverter: 3 / 0.0174
Sequential cell: 9 / 0.350
## kinds of logic after synthesis
family,after synthesis,synth area share
compound gates,14,0.211
simple gates,11,0.189
flops,9,0.450
xor+xnor,4,0.0697
buf+inv,4,0.0298
fa+ha+maj,2,0.0497
## tightest hold or removal path: stages, from the launching register on
cell	delay, ns
dfrtp_1	0.35
a21boi_1	0.16
a311o_1	0.12
Power is estimated from default activity; no workload was simulated.
